## flow/design.v

```verilog
`timescale 1ns / 1ps
module 		Multi_CH32(
        input clk,               
        input rst,               
        input EN,                
        input[5:0]  ctrl,        
        input[31:0] Data0,       
        input[31:0] data1,       
        input[31:0] data2,       
        input[31:0] data3,       
        input[31:0] data4,       
        input[31:0] data5,       
        input[31:0] data6,       
        input[31:0] data7,       
        input[31:0] reg_data,    
        output reg [31:0] seg7_data  
    );
    reg[31:0] disp_data = 32'hAA5555AA;  
    always @( * )
    casex(ctrl)  
        6'b000000:
            seg7_data = disp_data;
        6'b000001:
            seg7_data = data1;
        6'b000010:
            seg7_data = data2;
        6'b000011:
            seg7_data = data3;
        6'b000100:
            seg7_data = data4;
        6'b000101:
            seg7_data = data5;
        6'b000110:
            seg7_data = data6;
        6'b000111:
            seg7_data = data7;
        6'b001xxx:
            seg7_data = 32'hFFFFFFFF;
        6'b01xxxx:
            seg7_data = 32'hFFFFFFFF;
        6'b1xxxxx:
            seg7_data = reg_data;
    endcase
    always@(posedge rst, posedge clk )
    begin
        if (rst)
            disp_data <= 32'hAA5555AA;
        else
        begin
            if(EN)
                disp_data <= Data0;      
            else
                disp_data <= disp_data;
        end
    end
endmodule
```

## flow/run.sh

```bash
#!/bin/bash
# OpenROAD 26Q1-2900-gdf79404cd8, Yosys 0.63+post, stock flow scripts
make -C /OpenROAD-flow-scripts/flow DESIGN_CONFIG=/design/flow/config.mk WORK_HOME=/design/flow/orfs finish
```

## flow/config.mk

```make
export PLATFORM = sky130hd
export DESIGN_NAME = Multi_CH32
export DESIGN_NICKNAME = Multi_CH32
export VERILOG_FILES = /design/flow/design.v
export SDC_FILE = /design/flow/constraint.sdc
export NUM_CORES = 4
export LEC_CHECK = 1
export CORE_AREA = 10 10 165 165
export DIE_AREA = 0 0 175 175
```

## flow/constraint.sdc

```tcl
current_design Multi_CH32

set clk_period 10.2
set clk_io_pct 0.2

create_clock -name clk0 -period $clk_period [get_ports {clk}]

set non_clock_inputs [all_inputs -no_clocks]
set_input_delay [expr $clk_period * $clk_io_pct] -clock clk0 $non_clock_inputs
set_output_delay [expr $clk_period * $clk_io_pct] -clock clk0 [all_outputs]
```

==> impl_metrics.json <==
{
  "ys_chip_area_um2": 3641,
  "ys_async_sr_fraction_pct": 100.0,
  "hold_path.startpoint": "disp_data[4]",
  "cp-end-kind": "output port",
  "clk_pin_slew_ps": 50,
  "rsz0062_at_grt": "false",
  "crit_fanout": 35,
  "layout-drive-gt1-share_pct": 12.52,
  "chipHeight_um": 175,
  "ant_nets": 0,
  "root_buffer": "clkbuf_16",
  "reg.largest.list": "disp_data: 32 flops",
  "irDropWorstVdd_uv": 44.07,
  "h-tree-depth": 2,
  "max_slew_margin_pct": 44.09,
  "edf_count": 0,
  "synthTopCellsByCount": "mux2i_1, mux2_2, nand2b_1, nor2_1, nor3_1",
  "cts_sinks": 32,
  "synth_top_area_share_pct": 16.77,
  "clock_path_buffers": 2,
  "max_stage_delay_ps": 820,
  "grt-ovfl-total": 0,
  "critPathArrivalTime_ps": 5320,
  "via_per_inst": 4.528,
  "placed_area_um2": 7169,
  "die_w_um": 175,
  "largest_reg_flops": 32,
  "synth.distinct_cells": 30,
  "top_area_cell": "mux2i_1",
  "required_ps": 8160,
  "tightest_slew_ps": 838.7,
  "cts_inserted_buffers": 5,
  "log.warning_count": 25,
  "clk_latency_ps": 280,
  "cellLeakagePower_uw": 0.002751,
  "cp_common_cell": "clkdlybuf4s50_1",
  "synth_area_um2": 3641,
  "crit_start": "ctrl[5]",
  "drt_iter0_drc": 194,
  "finalSetupViolCount": 0,
  "placed_cells": 1022,
  "power_density_nw_per_um2": 74.94,
  "area_delta_synth_final_pct": 100.9,
  "min_period_ps": 7362,
  "portBuffers": 328,
  "synth_area_per_cell_um2": 8.837,
  "core_um2": 23540,
  "critical-path-slowest-cell": "or3_2",
  "post_cts_buffers": 0,
  "synth_seq_share_pct": 22.54,
  "cts_tree": "built",
  "postCtsHoldBufs": 0,
  "place_hpwl_um": 17610,
  "drv_slew": 0,
  "rows": 56,
  "ios": 329,
  "synth_warnings": 1,
  "num_antenna_cells": 0,
  "initial_core_util_pct": 15.47,
  "skew_ps": 0,
  "most_common_cell": "mux2i_1",
  "dr.pass1.iters": 4,
  "post-route-drc-count": 0,
  "syn_inst": 412,
  "grt_max_degree": 39,
  "worstReg2RegStart": "disp_data[15]",
  "finalClockPeriodUsage_pct": 72.18,
  "hold_violations": 0,
  "vias": 4664,
  "yosys_register_bits": 32,
  "post_cts_resized": 0,
  "cap_violations": 0,
  "wirelength_um": 22830,
  "grt_pass1_vias": 5258,
  "fmaxAchievable_mhz": 135.8,
  "wl_per_cell_um": 22.17,
  "dieArea_um2": 30630,
  "grt_pass1_wl_um": 33350,
  "gp_congestion": 0.8540,
  "instances_no_fill": 1030,
  "area_leaders": "mux2i_1, dfstp_2, dfrtp_1, mux2_2, a221o_1",
  "start_kind": "primary input",
  "top_register": "disp_data",
  "grtUsageTotal_pct": 14.39,
  "finalInstanceArea_um2": 7316,
  "hold_class": "register to register",
  "status": "complete, no violations",
  "antenna_found_initial": 1,
  "fin_tns_setup_ps": 0,
  "criticalPathCategory": "primary input to output port",
  "crit_chain": "clkdlybuf4s50_1 > or3_2 > buf_4 > or3b_4 > o22ai_1 > o22a_1 > clkdlybuf4s50_1",
  "ys.flop_type": "dfstp_2",
  "ys_cells": 412
}
==> critical path, delay by kind of cell <==
kind | cells | cell delay [ps]
AOI/OAI and AO/OA | 2 | 400
buffers and inverters | 3 | 1330
and+or+nand+nor | 2 | 1490
==> routing by layer <==
layer | vias to the layer above | wire (µm) | track usage (%)
met3 | 31 | 1908 | 4.554
met1 | 2187 | 9369 | 17.34
met4 | 2 | 624 | 3.568
li1 | 2188 | - | -
met2 | 256 | 10920 | 24.36
met5 | - | 8 | 0
==> per-stage QoR <==
| step | utilization, % | power (µW) | worst slack (ps) | hold slack [ps] |
|---|---|---|---|---|
| after floorplan | - | 230.2 | 4715 | 481.3 |
| after global placement | 30.45 | 393.3 | 2905 | 494.7 |
| after detailed placement | 30.45 | 394.4 | 2859 | 499.0 |
| after CTS | 31.07 | 561.3 | 2858 | 510.7 |
| after global routing | 31.07 | 582.7 | 2716 | 527.1 |
| final | 31.07 | 548.2 | 2838 | 507.8 |
==> worst paths after layout <==
kind                            endpoint  slack, ps  cells after the start
max in group asynchronous  disp_data[12]       7630                      3
hold reg to reg             disp_data[4]        510                      1
setup reg to reg           disp_data[15]       9400                      1
hold / removal              disp_data[4]        510                      1
setup / recovery           seg7_data[19]       2840                      7
min in group asynchronous  disp_data[30]       2190                      3
==> cell usage in the layout, fill, tap and decap left out <==
master,netlist,layout
a21o_1,3,3
a21oi_1,29,29
a221o_1,29,29
a221oi_1,3,3
a31oi_1,3,3
and3b_2,0,1
buf_2,15,4
buf_4,0,10
clkbuf_1,26,2
clkbuf_16,0,5
clkbuf_8,0,1
clkdlybuf4s50_1,0,324
dfrtp_1,16,16
dfstp_2,16,16
inv_1,2,1
inv_2,0,1
mux2_2,35,35
mux2i_1,61,61
nand2_1,4,3
nand2_2,0,1
nand2b_1,32,32
nor2_1,32,32
nor3_1,32,32
nor3_4,0,1
nor3b_1,1,1
nor4b_4,1,1
o21ai_0,3,3
o22a_1,29,29
o22ai_1,19,19
o22ai_2,10,10
or3_2,0,1
or3b_4,1,1
or4_2,0,1
==> where the power goes <==
| part | switching, µW | leakage, µW | internal (µW) |
|---|---|---|---|
| combinational | 77.2 | 0.00232 | 162 |
| sequential | 7.56 | 0.000355 | 145 |
| clock | 59.8 | 0.0000712 | 97.5 |
| total | 145 | 0.00275 | 404 |
==> cells by family after synthesis <==
| family | synth area share, % |
|---|---|
| buf+inv | 6.288 |
| simple gates | 15.67 |
| mux | 27.59 |
| flops | 22.54 |
| compound gates | 27.90 |
==> cell type report <==
type / count / area, µm²
well taps: 319 / 399.1
inverters: 2 / 7.507
clock buffers: 8 / 146.4
repair buffers: 338 / 3338
multi-input cells: 331 / 2604
flip-flops and latches: 32 / 820.8
fillers: 2503 / 16230
No activity file was given, so power comes from the tool's default toggle rates.
