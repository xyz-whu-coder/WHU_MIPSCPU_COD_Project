### flow/config.mk
export PLATFORM = sky130hd
export DESIGN_NAME = Control_Unit
export DESIGN_NICKNAME = Control_Unit
export VERILOG_FILES = /design/flow/design.v
export SDC_FILE = /design/flow/constraint.sdc
export NUM_CORES = 4
export LEC_CHECK = 1
export CORE_AREA = 10 10 95 95
export DIE_AREA = 0 0 105 105
### flow/run.sh
#!/bin/bash
# OpenROAD 26Q1-2900-gdf79404cd8, Yosys 0.63+post, stock flow scripts
make -C /OpenROAD-flow-scripts/flow DESIGN_CONFIG=/design/flow/config.mk WORK_HOME=/design/flow/orfs finish
### flow/design.v
module Control_Unit(
        clk,
        rst,
        Zero,
        opcode,
        funct,
        Reg_Write,
        Mem_Write,
        PC_Write,
        IR_Write,
        EXT_Op,
        EXT_5_Src,
        ALU_Op,
        PC_Source,
        ALU_Src_A,
        ALU_Src_B,
        GPR_Sel,
        Write_Data_Sel,
        Instr_Data_Mem
    );
    input clk;
    input rst;
    input Zero;
    input  [5 : 0] opcode;  
    input  [5 : 0] funct;   
    output reg         Reg_Write;       
    output reg         Mem_Write;       
    output reg         PC_Write;        
    output reg         IR_Write;        
    output reg         EXT_Op;          
    output reg         EXT_5_Src;       
    output reg [1 : 0] ALU_Src_A;       
    output reg [1 : 0] ALU_Src_B;       
    output reg [3 : 0] ALU_Op;          
    output reg [1 : 0] PC_Source;       
    output reg [1 : 0] GPR_Sel;         
    output reg [1 : 0] Write_Data_Sel;  
    output reg         Instr_Data_Mem;  
    parameter  [2 : 0] State_IF  = 3'b000;  
    parameter  [2 : 0] State_ID  = 3'b001;  
    parameter  [2 : 0] State_EXE = 3'b010;  
    parameter  [2 : 0] State_MEM = 3'b011;  
    parameter  [2 : 0] State_WB  = 3'b100;  
    wire rtype  = ~| opcode;
    wire i_add  = rtype & (funct == 6'b100000);
    wire i_addu = rtype & (funct == 6'b100001);
    wire i_sub  = rtype & (funct == 6'b100010);
    wire i_subu = rtype & (funct == 6'b100011);
    wire i_and  = rtype & (funct == 6'b100100);
    wire i_or   = rtype & (funct == 6'b100101);
    wire i_xor  = rtype & (funct == 6'b100110);
    wire i_nor  = rtype & (funct == 6'b100111);
    wire i_slt  = rtype & (funct == 6'b101010);
    wire i_sltu = rtype & (funct == 6'b101011);
    wire i_srl  = rtype & (funct == 6'b000010);
    wire i_sra  = rtype & (funct == 6'b000011);
    wire i_srav = rtype & (funct == 6'b000111);
    wire i_sllv = rtype & (funct == 6'b000100);
    wire i_srlv = rtype & (funct == 6'b000110);
    wire i_jr   = rtype & (funct == 6'b001000);
    wire i_jalr = rtype & (funct == 6'b001001);
    wire i_sll  = rtype & (funct == 6'b000000);
    wire i_addi = (opcode == 6'b001000);
    wire i_ori  = (opcode == 6'b001101);
    wire i_xori = (opcode == 6'b001110);
    wire i_lw   = (opcode == 6'b100011);
    wire i_sw   = (opcode == 6'b101011);
    wire i_beq  = (opcode == 6'b000100);
    wire i_lui  = (opcode == 6'b001111);
    wire i_slti = (opcode == 6'b001010);
    wire i_bne  = (opcode == 6'b000101);
    wire i_andi = (opcode == 6'b001100);
    wire i_j    = (opcode == 6'b000010);
    wire i_jal  = (opcode == 6'b000011);
    reg [2 : 0] nextstate;
    reg [2 : 0] state;
    always @(posedge clk or posedge rst)
    begin
        if (rst)
        begin
            state <= State_IF;
        end
        else
        begin
            state <= nextstate;
        end
    end  
    always @(*)
    begin
        Reg_Write = 0;
        Mem_Write = 0;
        PC_Write  = 0;
        IR_Write  = 0;
        EXT_Op    = 1;           
        EXT_5_Src = 0;
        ALU_Src_A = 2'b01;       
        ALU_Src_B = 2'b00;       
        ALU_Op    = 4'b0001;     
        GPR_Sel   = 2'b00;       
        Write_Data_Sel = 2'b00;  
        PC_Source      = 2'b00;  
        Instr_Data_Mem = 0;      
        case (state)
            State_IF:
            begin
                PC_Write = 1;
                IR_Write = 1;
                ALU_Src_A = 2'b00;   
                ALU_Src_B = 2'b01;   
                nextstate = State_ID;
            end
            State_ID:
            begin
                if (i_j)
                begin
                    PC_Source = 2'b10;  
                    PC_Write = 1;
                    nextstate = State_IF;
                end
                else if (i_jal)
                begin
                    PC_Source = 2'b10;  
                    PC_Write = 1;
                    Reg_Write = 1;
                    Write_Data_Sel = 2'b10;  
                    GPR_Sel = 2'b10;         
                    nextstate = State_IF;
                end
                else if (i_jr)
                begin
                    PC_Source = 2'b11;  
                    PC_Write = 1;
                    nextstate = State_IF;
                end
                else if (i_jalr)
                begin
                    PC_Source = 2'b11;  
                    PC_Write = 1;
                    Reg_Write = 1;
                    Write_Data_Sel = 2'b10;  
                    GPR_Sel = 2'b10;         
                    nextstate = State_IF;
                end
                else
                begin
                    ALU_Src_A = 0;        
                    ALU_Src_B = 2'b11;    
                    nextstate = State_EXE;
                end
            end
            State_EXE:
            begin
                ALU_Op[0] = i_add  | i_addi | i_lw   | i_sw  | i_and  | i_andi | i_slt | i_slti | i_addu | i_sll  | i_sllv | i_srl  | i_srlv | i_xor | i_xori;
                ALU_Op[1] = i_sub  | i_beq  | i_bne  | i_and | i_andi | i_nor  | i_slt | i_slti | i_subu | i_sll  | i_sllv | i_sra  | i_srav;
                ALU_Op[2] = i_or   | i_ori  | i_nor  | i_slt | i_slti | i_lui  | i_srl | i_srlv | i_xor  | i_xori | i_sra  | i_srav;
                ALU_Op[3] = i_sltu | i_addu | i_subu | i_sll | i_sllv | i_lui  | i_srl | i_srlv | i_sra  | i_srav;
                if (i_beq)
                begin
                    PC_Source = 2'b01;  
                    PC_Write = i_beq  & Zero;
                    nextstate = State_IF;
                end
                else if (i_bne)
                begin
                    PC_Source = 2'b01;  
                    PC_Write = i_bne  & (~Zero);
                    nextstate = State_IF;
                end
                else if (i_lw || i_sw)
                begin
                    ALU_Src_B = 2'b10;  
                    nextstate = State_MEM;
                end
                else
                begin
                    if (i_addi || i_ori || i_slti || i_andi || i_lui)
                    begin
                        ALU_Src_B = 2'b10;  
                    end
                    if (i_ori || i_andi)
                    begin
                        EXT_Op = 0;  
                    end
                    if (i_sll || i_srl || i_sllv || i_srlv || i_sra)
                    begin
                        ALU_Src_A = 2'b10;
                    end
                    if (i_sllv || i_srlv)
                    begin
                        EXT_5_Src = 1;
                    end
                    nextstate = State_WB;
                end
            end
            State_MEM:
            begin
                Instr_Data_Mem = 1;  
                if (i_lw)
                begin
                    nextstate = State_WB;
                end
                else
                begin  
                    Mem_Write = 1;
                    nextstate = State_IF;
                end
            end
            State_WB:
            begin
                if (i_lw)
                begin
                    Write_Data_Sel = 2'b01;  
                end
                if (i_lw | i_addi | i_ori | i_andi | i_lui | i_slti)
                begin
                    GPR_Sel = 2'b01;  
                end
                Reg_Write = 1;
                nextstate = State_IF;
            end
            default:
            begin
                nextstate = State_IF;
            end
        endcase
    end  
endmodule
### flow/constraint.sdc
current_design Control_Unit

set clk_period 3.9
set clk_io_pct 0.2

create_clock -name clk0 -period $clk_period [get_ports {clk}]

set non_clock_inputs [all_inputs -no_clocks]
set_input_delay [expr $clk_period * $clk_io_pct] -clock clk0 $non_clock_inputs
set_output_delay [expr $clk_period * $clk_io_pct] -clock clk0 [all_outputs]
==> out/results.txt <==
YS chip area: 787 um2
Final setup margin: 194 ps
Site row count: 30
CTS Buf Count: 3
Max cap viols: 0
CTS tree: done
Post-Syn Area: 787 um2
Via-to-Cell Ratio: 4.00
Seq cells post-synth: 5
Fillers: 788
Hold_buf cts: 0
RD Place Congestion: 0.836
Distinct lib cells: 46
DR iter-0 viols: 96
Comb power frac: 30.6%
Fin crit period: 3710 ps
Final Hold Slack: 430 ps
Internal power: 0.157 mW
I/O pin count: 36
Setup Skew: 1.26 ps
Top flop regs: state (5)
Postcts setup bufs: 0
Diodes inserted: 0
PwrDens: 160 mW/mm2
Top cells excl fill/tap: clkdlybuf4s50_1 (35), buf_4 (13), nor2b_1 (8), a21oi_1 (8)
Global-route wire length before repair: 5110 um
Clock sinks: 5
CP Capture Type: output port
Die footprint: 0.0110 mm2
Setup TNS: 0 ps
Initial core utilization: 11.4%
Worst EP required: 3120 ps
Total grt overflow: 0
YS warnings: 1
Residual DRC count: 0
Area delta synth->final: 71.4%
Height of the chip: 105 um
Post-CTS Resized: 0
Vias in the first global route: 977
Post-synth EDFFs: 0
Fin crit share: 95.0%
Core ar.: 0.00691 mm2
Antenna-violating nets left: 0
Lkg Pwr: 0.475 nW
Die W: 105 um
CTS clock-pin slew for the worst setup and hold paths: 40 ps
Total Wirelength: 3120 um
Initial antenna violation count: 0
Routed WL per cell: 12.6 um
Mean Syn Cell Area: 7.22 um2
Drt pass-1 iters: 4
Most frequent logic cell in the layout: clkdlybuf4s50_1
Pins Over Slew Limit: 0
Largest net degree at the start of global routing: 11
Relative slew slack: 74.1%
Vias: 989
Port bufs: 35
NetSw: 0.0588 mW
Worst-margin pin slew: 383 ps
Setup CP Type: primary input to output port
Clk latency late pin: 220 ps
Top reg by flops: state
Max Freq: 270 MHz
Max reg flops: 5
Maximum buffer depth of the clock tree: 2
Crit Path Max Fanout: 4
Fin. Hold Viols: 0
Synth Seq Share: 16.1%
Maximum vdd drop: 0.0000747 V
Synth Instances: 109
Crit path DAT: 2930 ps
Post-detail-place hpwl: 2680 um
Switching part of the total: 27.2%
FFs w/ async S/R, synth: 100%
Crit path launch type: primary input
Final setup violation count: 0
GRT Overall Usage: 5.45%
Root buffer cell: clkbuf_8
Tool warnings: 25
H-tree Lvls: 1
Most used flip-flop cell: dfrtp_1
Pre-CTS WS: 176 ps
Sequential fraction of design power: 24.7%
Ys cells: 109
Clock share of power: 44.7%
Layout cell share with drive strength beyond 1: 15.2%
Status: completed
RSZ-0062 raised after global routing: false
Hold crit path type: flop to flop
## worst paths after layout
path / start / endpoint / slack, ps / cells past startpoint
worst min register to register: state[0] / state[3] / 430 / 0
worst min-delay path: state[0] / state[3] / 430 / 0
min in group asynchronous: rst / state[4] / 770 / 2
worst max register to register: state[3] / state[0] / 2580 / 3
max in group asynchronous: rst / state[0] / 2890 / 2
worst max-delay path: opcode[1] / ALU_Op[2] / 190 / 6
## kinds of logic (layout without fill, tap and decap cells)
group                  Yosys count  after routing  synth area share [%]
buffers and inverters           14             56                  8.43
AND/OR/NAND/NOR                 57             57                  46.7
AND-OR/OR-AND                   31             31                  26.2
flip-flops                       5              5                  16.1
multiplexers                     1              1                  1.43
XOR/XNOR                         1              1                  1.11
## stage by stage
stage                     instance area [um2]  cells  utilization, %  power (mW)
after floorplan                           787    109               -      0.0869
after global placement                   1300    243            18.9       0.120
after detailed placement                 1300    243            18.9       0.120
after CTS                                1350    247            19.5       0.217
after global routing                     1350    247            19.5       0.230
final                                    1350    247            19.5       0.216
## area by class of cell
cell class | instances | area [um2] | area share, %
timing repair buffer | 48 | 448 | 33.2
inverter | 4 | 15.0 | 1.11
clock buffer | 4 | 45.0 | 3.34
sequential | 5 | 126 | 9.37
tap | 96 | 120 | 8.91
multi-input combinational | 90 | 594 | 44.1
## layer usage
metal  routed length, um  part of all wire [%]  GRT usage (%)
met4                  42                   1.3          0.882
met5                   0                     0              0
met1                1480                    47           7.63
met2                1440                    46           8.54
met3                 165                   5.3           1.12
## power groups by stage
stage	registers, mW	clock network, mW	logic [mW]
global route	0.0535	0.103	0.0731
finish	0.0534	0.0965	0.0662
CTS	0.0535	0.0974	0.0663
## cell usage after synthesis, drive strengths merged, types with 3 or more instances
library cell  number  area share (%)
a211o              3             3.3
a21oi              8             5.1
buf                4             3.7
clkbuf             6             2.9
dfrtp              4              13
inv                4             1.9
nand2              6             2.9
nand2b             4             3.2
nor2               7             3.7
nor2b              8             6.4
nor3               4             2.5
nor3b              3             2.9
nor4               3             4.3
nor4b              3             3.3
o21a               3             2.9
o21ai              7             4.5
or4                4             4.3
## worst max-delay path, stage by stage
cell and delay (ps):
clkdlybuf4s50_1 470, or4_4 590, nor4_4 320, a2bb2oi_1 100, a31oi_1 170, clkdlybuf4s50_1 500
Power is estimated from default activity; no workload was simulated.
