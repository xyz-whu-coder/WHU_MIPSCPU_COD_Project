===== flow/config.mk =====
export PLATFORM = sky130hd
export DESIGN_NAME = MIO_BUS
export DESIGN_NICKNAME = MIO_BUS
export VERILOG_FILES = /design/flow/design.v
export SDC_FILE = /design/flow/constraint.sdc
export NUM_CORES = 4
export LEC_CHECK = 1
export CORE_AREA = 10 10 104 104
export DIE_AREA = 0 0 114 114

===== flow/run.sh =====
#!/bin/bash
# OpenROAD 26Q1-2900-gdf79404cd8, Yosys 0.63+post, stock flow scripts
make -C /OpenROAD-flow-scripts/flow DESIGN_CONFIG=/design/flow/config.mk WORK_HOME=/design/flow/orfs finish

===== flow/design.v =====
`timescale 1ns / 1ps
module MIO_BUS(
        input mem_w,
        input [15:0]  sw_i,                
        input [31:0]  cpu_data_out,        
        input [31:0]  cpu_data_addr,       
        input [31:0]  ram_data_out,        
        output reg [31:0]  cpu_data_in,    
        output reg [31:0]  ram_data_in,    
        output reg [6:0]   ram_addr,       
        output reg [31:0]  cpuseg7_data,   
        output reg ram_we,                 
        output reg seg7_we                 
    );
    always @*
    begin
        ram_addr = 7'h0;
        ram_data_in = 32'h0;
        cpuseg7_data = 32'h0;
        cpu_data_in = 32'h0;
        seg7_we = 0;
        ram_we = 0;
        case(cpu_data_addr[31:0])
            32'hffff0004:  
                cpu_data_in = {16'h0, sw_i};
            32'hffff000c:
            begin  
                cpuseg7_data = cpu_data_out;
                seg7_we = mem_w;
            end
            default:
            begin
                ram_addr = cpu_data_addr[8:2];
                ram_data_in = cpu_data_out;
                ram_we = mem_w;
                cpu_data_in = ram_data_out;
            end
        endcase
    end
endmodule

===== flow/constraint.sdc =====
current_design MIO_BUS

set clk_period 9.8
set clk_io_pct 0.2

create_clock -name clk0 -period $clk_period

set non_clock_inputs [all_inputs -no_clocks]
set_input_delay [expr $clk_period * $clk_io_pct] -clock clk0 $non_clock_inputs
set_output_delay [expr $clk_period * $clk_io_pct] -clock clk0 [all_outputs]

==> reports/qor.csv <==
stage,metric,value,unit
outcome,status,"finished, final reports clean",
placed_design,portBuffers,218,
synthesis,top_cell_area_share,23.02,%
clock_network,post-cts-setup-buffers,0,
synthesis,ys_cells,167,
setup_path,arrival,4.81,ns
final_timing,setup_viol,0,
synthesis,synth_warnings,1,
grt,grt_start_max_net_pins,68,
route,vias,1885,
job,warnings,32,
final_timing,holdWs,4.765,ns
grt,grt_pass1_wl,11.79,mm
floorplan,die_w,114,um
grt,antenna_found_initial,0,
power,power_switching,18.38,uW
layout,flops,0,
final_timing,drv_slew,0,
layout,area.growth.synth_to_final,205.7,%
job,cap_viol_max_count,0,
synthesis,synth_seq_share,0,%
power,p_seq_share,0,%
route,antenna_cells,0,
route,route.detailed.drc,0,
synthesis,top_cell,and3_2,
floorplan,io_pins,218,
layout,final_design_area_no_fill,3289,um2
synthesis,logic_family,simple AND/OR/NAND/NOR gates,
route,drtAntennaViolNets,0,
layout,n_clock_buffer,0,
power,p_clk_share,0,%
route,vias_per_cell,3.994,
route,wl,7.938,mm
synthesis,syn_area_per_cell,6.443,um2
layout,post-route-util,37.90,%
synthesis,mux_share,0,%
final_timing,finalCriticalPeriod,6.771,ns
placed_design,place_congestion,0.7894,
setup_path,path_cells,clkdlybuf4s50_1 -> nor4b_1 -> nand4_1 -> or2_4 -> o21ai_0 -> clkdlybuf4s50_1,
grt,grt_pass1_vias,2130,
synthesis,synth-area-yosys,1076,um2
placed_design,dpl_cell_area,3289,um2
synthesis,synthXorXnorAreaFrac,0,%
setup_path,worstPathMaxFanout,67,
final_timing,worst_slew_pin_slew,0.6622,ns
layout,seqCellArea,0,um2
synthesis,netlist_area,1076,um2
setup_path,path_class,in2out,
power,p_total,93.32,uW
floorplan,coreArea,8678,um2
layout,drive_gt1_share,15.38,%
power,swShare,19.70,%
min_path,min_to,ram_addr[2],
synthesis,ys_sh_simple,74.07,%
synthesis,syn_inst,167,
power,intPower,74.94,uW
synthesis,aoi_share,14.88,%
setup_path,startpoint_type,primary input,
power,power_frac_comb,100.0,%
route,drtPass1Iterations,4,
synthesis,area_leaders,"and3_2 23%, and2_1 18%, and2_4 16%",
final_timing,hold_viol,0,
floorplan,chipHeight,114,um
clock_network,hold_buffers,0,
setup_path,cpPeakStageDelay,0.70,ns
setup_path,required,7.84,ns
power,ir_drop,16.17,uV
min_path,holdCritStartpoint,cpu_data_addr[4],
placed_design,place_hpwl,6.831,mm
synthesis,ys_top_cells_by_count,"33 x and3_2, 31 x and2_1, 28 x o21ai_0",
final_timing,timing.slew.headroom,55.72,%
min_path,worstHoldPathType,in2out,
power,power_density,28.37,nW/um2
synthesis,synth_cell_types,16,
final_timing,tns,0,ns
setup_path,cpMaxStageDelayCell,or2_4,
floorplan,fp_util,12.40,%
final_timing,layout_worst_path_cycle_share,69.09,%
power,p_leak,0.001272,uW
clock_network,cts_resized,0,
setup_path,cp_common_cell,clkdlybuf4s50_1,
grt,grt_util_all_layers,11.16,%
grt,grt.overflow.total,0,
route,routedWlPerCell,16.82,um
final_timing,max_freq,147.7,MHz
final_timing,grt_setup_unrepaired,false,
floorplan,chip_area,13000,um2
route,drtIter0Drc,72,
min_path,worstHoldPathCells,2,
synthesis,adder_share,0,%
floorplan,rows,34,
synthesis,top_area_cell,and3_2,
setup_path,end_kind,output port,
worst max-delay path by stage:
stage / from / to / slack (ns) / depth (start not counted)
CTS: cpu_data_addr[2] / cpu_data_in[2] / 2.99 / 6
global route: cpu_data_addr[7] / cpu_data_in[4] / 2.79 / 6
finish: cpu_data_addr[2] / cpu_data_in[2] / 3.03 / 6
metal layers:
metal	up-vias	share of wire, %	wire, um	global-route usage, %
met1	803	35	2747	11.59
met3	4	12	981	5.423
met2	118	52	4165	20.58
met4	0	0.53	42	0.6683
li1	960	-	-	-
met5	-	0	0	0
power by group through the flow:
stage     registers [uW]  clock network, uW  logic [uW]
6_report               0                  0        93.3
5_1_grt                0                  0         102
4_1_cts                0                  0        95.2
final cells by class:
class / instances / area [um2]
Fill cell: 907 / 5389
Timing Repair Buffer: 220 / 2197
Multi-Input combinational cell: 144 / 957.2
Tap cell: 108 / 135.1
through the flow:
stage	cells	worst slack, ns
finish	472	3.029
CTS	472	2.995
global placement	472	3.066
floorplan	167	4.521
global route	472	2.786
detailed placement	472	2.990
worst max-delay path: cells and delay by family:
kind / cells / cell delay [ns]
buf+inv: 2 / 1.01
compound gates: 1 / 0.26
simple gates: 3 / 1.57
kinds of logic after synthesis:
logic type	Yosys count
buffers and inverters	23
AND-OR/OR-AND	32
AND/OR/NAND/NOR	112
placed cells by master (no fill, tap or decap), drive strengths merged:
| master | synthesis | routed |
|---|---|---|
| nand2b | 16 | 16 |
| clkdlybuf4s50 | 0 | 218 |
| or4 | 1 | 1 |
| nor4b | 2 | 2 |
| o21ai | 32 | 32 |
| and3 | 33 | 33 |
| nor2 | 1 | 1 |
| buf | 4 | 2 |
| nand4 | 4 | 4 |
| nand3 | 1 | 1 |
| and2 | 51 | 51 |
| or2 | 1 | 1 |
| nor4 | 2 | 2 |
Power and IR drop assume default switching activity.
